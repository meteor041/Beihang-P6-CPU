==> design.v <==
`timescale 1ns / 1ps
module HAZARD_CTRL(
    input [4:0] ID_A1,
    input [4:0] ID_A2,
    input [31:0] ID_RD1,
    input [31:0] ID_RD2,
    input [1:0] ID_A1_USE,
    input [1:0] ID_A2_USE,
    input ID_MD,
    input [4:0] EX_A1,
    input [4:0] EX_A2,
    input [31:0] EX_RD1,
    input [31:0] EX_RD2,
    input [1:0] EX_NEW,
    input [4:0] EX_A3,
    input [31:0] EX_WD,
    input MULT_DIV_BUSY,
    input MULT_DIV_START,
    input [4:0] MEM_A2,
    input [31:0] MEM_RD2,
    input [1:0] MEM_A2_NEW,
    input [4:0] MEM_A3,
    input [31:0] MEM_WD,
    input [4:0] WB_A3,
    input [31:0] WB_WD,
    output [31:0] ID_RD1_forward,
    output [31:0] ID_RD2_forward,
    output [31:0] EX_RD1_forward,
    output [31:0] EX_RD2_forward,
    output [31:0] MEM_RD2_forward,
    output Enable_PC,
    output Enable_IF_ID,
    output Enable_ID_EX,
    output Flush_ID_EX,
    output Flush_EX_MEM
    );
    wire STALL;
    assign STALL =  (ID_A1 == EX_A3 && ID_A1_USE < EX_NEW && EX_A3 != 0)  
                 || (ID_A2 == EX_A3 && ID_A2_USE < EX_NEW && EX_A3 != 0)
                 || (ID_A1 == MEM_A3 && ID_A1_USE < MEM_A2_NEW && MEM_A3 != 0)
                 || (ID_A2 == MEM_A3 && ID_A2_USE < MEM_A2_NEW && MEM_A3 != 0)
                 || (ID_MD && (MULT_DIV_BUSY || MULT_DIV_START));
    assign Enable_PC = !STALL;
    assign Enable_IF_ID = !STALL;
    assign Flush_ID_EX = STALL;
    assign Flush_EX_MEM = 1'b0;
    assign Enable_ID_EX = 1'b1;
    reg [31:0] REG_A3;
    reg [31:0] REG_WD;
    assign ID_RD1_forward = (ID_A1 == 5'b0) ? 0 :
                            (ID_A1 == MEM_A3) ? MEM_WD :
                            (ID_A1 == WB_A3) ? WB_WD :
                            ID_RD1;
    assign ID_RD2_forward = (ID_A2 == 5'b0) ? 0:
                            (ID_A2 == MEM_A3) ? MEM_WD :
                            (ID_A2 == WB_A3) ? WB_WD :
                            ID_RD2;
    assign EX_RD1_forward = (EX_A1 == 5'b0) ? 0:
                            (EX_A1 == MEM_A3) ? MEM_WD :
                            (EX_A1 == WB_A3) ? WB_WD :
                            EX_RD1;
    assign EX_RD2_forward = (EX_A2 == 5'b0 ) ? 0:
                            (EX_A2 == MEM_A3) ? MEM_WD :
                            (EX_A2 == WB_A3) ? WB_WD : 
                            EX_RD2;
    assign MEM_RD2_forward = (MEM_A2 == 5'b0 ) ? 0 :
                            (MEM_A2 == WB_A3) ? WB_WD :
                            MEM_RD2;
endmodule
==> run.sh <==
#!/bin/bash
# OpenROAD 26Q1-2900-gdf79404cd8, Yosys 0.63+post, stock flow scripts
make -C /OpenROAD-flow-scripts/flow DESIGN_CONFIG=/design/flow/config.mk WORK_HOME=/design/flow/orfs finish
==> config.mk <==
export PLATFORM = sky130hd
export DESIGN_NAME = HAZARD_CTRL
export DESIGN_NICKNAME = HAZARD_CTRL
export VERILOG_FILES = /design/flow/design.v
export SDC_FILE = /design/flow/constraint.sdc
export NUM_CORES = 4
export LEC_CHECK = 1
export CORE_AREA = 10 10 187 187
export DIE_AREA = 0 0 197 197
==> constraint.sdc <==
current_design HAZARD_CTRL

set clk_period 9.4
set clk_io_pct 0.2

create_clock -name clk0 -period $clk_period

set non_clock_inputs [all_inputs -no_clocks]
set_input_delay [expr $clk_period * $clk_io_pct] -clock clk0 $non_clock_inputs
set_output_delay [expr $clk_period * $clk_io_pct] -clock clk0 [all_outputs]
==> out/notes.md <==
A synthesized cell averages 7.378 um^2. The net switching component of the power was 152.5 uW. Summing internal, switching and leakage power gives 427.8 uW.

Global routing used 15.77% of the available tracks. From the final report, the count of setup violators was given as 0. The script parses the final routing iteration and logs DRC violations as 0. The synthesized instance count is 628. Clock buffers in the final layout number 0. For the number of iterations in the first detailed-routing pass, the log shows 4. The run finished with clean final reports. Critical path's most frequent cell: clkdlybuf4s50_1. Per the run report, area growth between synthesis and finish was 99.11%. Setup repair after global routing left no endpoint under its margin.

The first global-routing pass estimated 46.32 mm of wire. The power per cell area was 46.37 mW/mm^2; the post-cts resize count was 0. According to the timing report, the arrival time at the worst endpoint equals 5.31 ns.

At the pin with the least slew margin, the transition time is 0.7278 ns. In the post-route report, total wirelength is listed as 32.13 mm. After floorplanning, the core was divided into 64 placement rows. Clock group share of total power: 0%. For the top-level I/O count, the log shows 472. The count of nets left with antenna violations once routing finished came out at 0. Pre-CTS setup slack: 2.233 ns. The biggest area contributor in the post-synthesis netlist is mux2i_1. Across the whole layout, storage elements account for 0 um^2. At the end of the flow the core is filled with cells to 30.00%.

The run gives 197 um for the die outline width. Once layout is complete, the cells apart from fillers number 1411. The logs give 0 for the number of buffers added for setup after CTS and 2.213 ns for the worst-case setup margin in the final layout. The final hold violation count recorded for this run is 0. Timing would allow up to 0.1391 GHz. With the vertical die dimension at 197 um, the largest net degree at the start of global routing is 39. The main area contributors are mux2i_1, a211oi_1, nor2_1, xor2_1, xnor2_1. Yosys reports that the leading cell type by area covers 34.57% of the netlist area. The critical path's slowest stage uses the library cell clkdlybuf4s50_1. Counting both buffers and inverters, the worst setup path holds a total of 3.

Worst hold-check path type: input pin to primary output. The gate-level netlist out of Yosys references 33 unique cell types. The logs give 0.03075 mm^2 for the core footprint and 0% for the proportion of power drawn by flip-flops and latches. For the number of antenna violations at the first check in global routing, the log shows 1. The number of max-slew violations in the final report was 0; the post-synth area from yosys stat was 0.004633 mm^2.

The top cell type in the final layout, fill and taps aside, is clkdlybuf4s50_1. The number of cells reported by Yosys stat comes to 628. The tools report the launching element type of the critical path as an input pin. The family with the most delay on the worst path was buffers and inverters.

The share of total power in combinational logic is 100.0%, and the number of global-route vias before repair is 6790. The chip occupies 0.03881 mm^2. The fraction of power spent switching nets works out to 35.65%.

STA classifies the critical path endpoint as a primary output. Measured against its own limit, the worst slew margin works out to 51.48%. The run gives 0.004633 mm^2 for the area of the mapped netlist. In the power breakdown, the internal column shows 275.3 uW. The number of warnings issued by yosys is 0, and the maximum vdd drop is 21.66 uV. The longest incremental delay of any stage on the critical path is reported as 0.64 ns. The run gives 26.51 mm as the detailed-placement wirelength estimate. Once iteration 0 of detailed routing completed, the report listed 303 DRC markers. Summing over the stages, the warning tally comes to 64.

TritonRoute output was used to compute an average wire per cell of 22.77 um. The run gives 0% for the post-synthesis sequential area ratio. Using the TritonRoute via totals, the vias-per-cell ratio works out to 4.500. Before placement the cells fill 15.07% of the core.

By startpoint and endpoint, the worst setup path is classified as input pin to primary output. The quantity of I/O buffers inserted on ports is 438, and the post-route clock period utilization is 76.46%. The final layout reports a setup TNS of 0 ns.

For the post-placement cell count, the log shows 1411. Subtracting the final worst setup slack from the clock period gives 7.187 ns. The final antenna diode tally reported by the flow is 0.

Number of max-capacitance violations reported: 0. In the layout the commonest cells are clkdlybuf4s50_1, mux2i_1, nor2_1. Per STA, the worst path is made up of clkdlybuf4s50_1 > xor2_1 > nor3_2 > nand3_2 > buf_4 > mux2i_1 > a211oi_1 > clkdlybuf4s50_1. The leakage component of the power was reported as 4.023 nW. The run gives 0 for the number of sequential cells.

The critical path maximum fanout is 17. Number of buffers inserted by hold repair at cts: 0. With the leftover overflow at the end of global routing at 0, the total via count after detailed routing is 6349. With the critical path required time at 7.52 ns, the final estimated routing congestion in global placement is 0.9360. The share of final-layout standard cells stronger than drive strength 1 was 6.798%.
[final timing paths]
path	from	to	depth (start not counted)
hold / removal	MEM_RD2[30]	MEM_RD2_forward[30]	4
setup / recovery	WB_A3[3]	ID_RD2_forward[2]	8
[stage by stage]
stage          cell area [um^2]  hold WS, ns
6_report                   9225        4.733
5_1_grt                    9225        4.752
4_1_cts                    9225        4.736
3_5_place_dp               9225        4.734
3_3_place_gp               9225        4.733
2_1_floorplan              4633        3.842
[power by group through the flow]
stage         sequential (mW)  clock [mW]  combinational [mW]
CTS                         0           0               0.433
global route                0           0               0.460
finish                      0           0               0.428
[layer usage]
layer	track usage, %	up-vias	routed length, um
li1	-	3080	-
met1	19.44	2960	13340
met2	27.85	287	15990
met3	3.938	20	2425
met4	1.766	2	359
met5	0	-	13
[cells in the mapped netlist]
cell and n:
nand3_2 7, a21boi_0 2, nor3_1 6, ha_1 4, nand4_1 2, mux2i_1 160
nor2_2 30, a211o_1 1, buf_2 40, clkbuf_1 4, nor3_4 1, buf_6 15
xnor2_2 2, xor2_1 29, buf_8 3, buf_4 6, o32ai_1 1, a21o_1 1
a211oi_1 129, nor3_2 3, nor2_1 137, conb_1 2, a2111oi_0 1, xnor2_1 23
a21oi_1 1, buf_1 1, nand2_1 1, o21a_1 1, xnor2_4 1, nand2b_1 2
inv_1 3, nand3_1 2, or4_1 7
[final cells by class]
type               count  area (um^2)
inverters              3        11.26
multi-input cells    556         4199
repair buffers       456         4519
fillers             3256        21520
well taps            396        495.5
[cell families (layout without fill, tap and decap cells)]
family          count (synthesis)  count (layout)  share of synthesized area (%)
simple gates                  198             198                          20.28
mux                           160             160                          34.57
compound gates                137             137                          22.23
buf+inv                        72             459                          10.56
xor+xnor                       55              55                          11.13
fa+ha+maj                       4               4                          1.080
other cells                     2               2                         0.1621
Power is estimated from default activity; no workload was simulated.
